[run.sh]
#!/bin/bash
# OpenROAD 26Q1-2900-gdf79404cd8, Yosys 0.63+post, stock flow scripts
make -C /OpenROAD-flow-scripts/flow DESIGN_CONFIG=/design/flow/config.mk WORK_HOME=/design/flow/orfs finish
[config.mk]
export PLATFORM = sky130hd
export DESIGN_NAME = det_1011
export DESIGN_NICKNAME = det_1011
export VERILOG_FILES = /design/flow/design.v
export SDC_FILE = /design/flow/constraint.sdc
export NUM_CORES = 4
export LEC_CHECK = 1
export CORE_AREA = 10 10 70 70
export DIE_AREA = 0 0 80 80
[constraint.sdc]
current_design det_1011

set clk_period 1.3
set clk_io_pct 0.2

create_clock -name clk0 -period $clk_period [get_ports {clk}]

set non_clock_inputs [all_inputs -no_clocks]
set_input_delay [expr $clk_period * $clk_io_pct] -clock clk0 $non_clock_inputs
set_output_delay [expr $clk_period * $clk_io_pct] -clock clk0 [all_outputs]
[design.v]
package common_pkg;
endpackage
package common_env_pkg;
endpackage
typedef struct packed {
  bit cmd;
  byte addr;
  byte data;
} bus_tx_s;
module det_1011 ( input clk,
                  input  rstn,
                  input  in,
                  output out );
   parameter IDLE 	= 0,
     S1 		= 1,
     S10 	= 2,
     S101 	= 3,
     S1011 	= 4;
   reg [2:0] 		 cur_state, next_state;
   assign out = cur_state == S1011 ? 1 : 0;
   always @ (posedge clk) begin
      if (!rstn)
      	cur_state <= IDLE;
      else 
     	cur_state <= next_state;
   end
   always @ (cur_state or in) begin
      case (cur_state)
	IDLE : begin
           if (in) next_state = S1;
           else next_state = IDLE;
	end
	S1: begin
           if (in) next_state = IDLE;
           else 	next_state = S10;
	end
	S10 : begin
           if (in) next_state = S101;        
           else 	next_state = IDLE;
	end
	S101 : begin
           if (in) next_state = S1011;
           else 	next_state = IDLE;
	end
	S1011: begin
       	   next_state = IDLE;
	end
      endcase
   end
endmodule
==> impl_report.txt <==
==== FLOW RESULTS ====
----------------------------------------------------
[Outcome]
  Outcome ........................ finished clean

[Worst setup path]
  Library cell contributing the largest single delay on the critical path ........................ dfxtp_2
  Worst EP required ........................ 1.04 ns
  Buf/Inv on CP ........................ 1
  Delay of the slowest critical-path stage ........................ 0.33 ns
  CP Cell Sequence ........................ nor3b_4, dlygate4sd2_1
  Top Family by Delay on Critical Path ........................ flip-flops
  Critical-path maximum fanout ........................ 2
  Start-to-end type of the worst setup path ........................ reg -> out
  Sort of element at the start of the critical path ........................ flop
  Element type at the critical path end ........................ output pin
  Worst Path Arrival ........................ 0.99 ns

[Logic synthesis]
  Synthesized area divided by synthesized cell count ........................ 10.6 µm²
  Count of unique library cells instantiated by Yosys ........................ 10
  Ys cells ........................ 17
  Number of register bits inferred by synthesis ........................ 6
  Most common reg cell ........................ dlxtn_1
  Top cells by instance count after synthesis ........................ 3 x and2_1, 3 x dfxtp_1, 3 x dlxtn_1
  Flip-flops with a built-in enable ........................ 0
  Top cell area share ........................ 33.3%
  Syn. warnings ........................ 1
  Library cell occupying the most area in the post-synthesis netlist ........................ dfxtp_1
  Synthesized area ........................ 180 µm²
  Asr flop ratio synth ........................ 0%
  Post-synthesis chip area from yosys ........................ 180 µm²
  Instance tally after logic synthesis ........................ 17
  Dominant cells by area after synthesis ........................ dfxtp_1 33%, dlxtn_1 25%, and2_1 10%

[Placement]
  Worst slack, placed ........................ -0.118 ns
  Number of cells in the design after placement ........................ 69
  RD Place Congestion ........................ 0.625
  Number of buffers added on ports ........................ 3

[Die]
  Number of top-level pins ........................ 4
  Number of standard-cell rows in the floorplan ........................ 21
  Horizontal die size ........................ 80 µm
  Core Density at Floorplan ........................ 5.27%
  DIE AREA ........................ 0.00640 mm²
  Core area ........................ 0.00342 mm²
  Vertical die dimension ........................ 80 µm

[Global routing]
  Number of antenna violations at the first check in global routing ........................ 0
  Total overflow reported by the global router ........................ 0
  Via count of the first global-routing pass ........................ 147
  Global Route Usage Sum ........................ 1.34%
  First-pass GRT wire length ........................ 669 µm
  Pin count of the biggest net entering global routing ........................ 5

[Final timing]
  Worst slew margin relative to its limit ........................ 88.4%
  Share of the clock period used by the worst path after layout ........................ 95.9%
  Count of unclocked register or latch pins ........................ 3
  PnR worst setup slack ........................ 0.0533 ns
  Max-slew violation count ........................ 0
  Final Hold Violating Endpoints ........................ 0
  Fmax ........................ 0.802 GHz
  Slew of the pin with the lowest slew margin ........................ 0.174 ns
  Unrepaired setup endpoints after global routing ........................ no
  Number of setup violations in the final report ........................ 0
  Minimum clock period ........................ 1.25 ns
  Count of endpoints without a timing constraint ........................ 3
  Minimum hold slack ........................ 0.663 ns

[Detailed routing]
  Detailed Route Iter0 Violations ........................ 0
  Total wire length after detailed routing ........................ 452 µm
  Total vias in the final route ........................ 155
  Vias per cell ........................ 2.09
  Final routed wire length divided by cell count ........................ 6.11 µm
  Number of routed nets with antenna violations ........................ 0
  Residual DRC ........................ 0
  Total iterations of the first detailed-routing run ........................ 1
  Ant. Diodes ........................ 0

[Clocking]
  Clock transition at the registers of the reported paths ........................ 0.04 ns
  Clock Path Buffers ........................ 2
  CTS tree ........................ yes
  Maximum level of the CTS H-tree ........................ 1
  CTS buffer count ........................ 3
  CTS root buf ........................ clkbuf_4
  Post-cts hold-fix buffer tally ........................ 0

[Hold path]
  Worst hold start ........................ rstn
  Path class of the lowest-slack min-delay path ........................ in -> reg
  Hold Path Depth ........................ 2
  Endpoint, Worst Hold ........................ cur_state[2]

[Layout]
  Final cell count without fillers ........................ 74
  Final core area utilization ........................ 9.85%
  Count of fill cells added during filler insertion ........................ 401
  Area Growth Syn to Fin ........................ 86.8%
  Layout cells sized above 1 ........................ 35.7%

[Pwr]
  Switching pwr ........................ 0.0000564 W
  Maximum vdd drop ........................ 0.149 mV
  Power density cells ........................ 815 mW/mm²
  Cell Int Power ........................ 0.000218 W
  Tot Pwr ........................ 0.000274 W
  Sw Ratio ........................ 20.6%
  Seq pwr share ........................ 34.6%
  Standby leakage power ........................ 0.133 nW
  Clock power share ........................ 60.5%
  Comb power frac ........................ 4.9%

[Flow run]
  Count of maximum capacitance violations ........................ 0
  Tool warning count ........................ 25

----------------------------------------------------
-- cells in the final DEF (no fill, tap or decap), types with 2 or more instances in the layout --
cell	synthesis	layout
clkdlybuf4s50_1	0	2
dfxtp_2	0	2
clkbuf_4	0	3
and2_1	3	3
buf_4	0	4
dlxtn_1	3	3
-- power groups by stage --
stage	logic, W	registers [W]	clock network (W)
6_report	0.0000135	0.0000950	0.000166
5_1_grt	0.0000148	0.0000950	0.000177
4_1_cts	0.0000135	0.0000949	0.000176
-- state kept, by name, summed over array words and instances (netlist names) --
name and cells:
next_state 3, cur_state 3
-- metal layers --
metal	track usage (%)	wire length, µm	vias to the layer above
li1	-	-	80
met1	1.87	227	72
met2	1.44	177	3
met3	1.02	47	0
met4	0.528	0	0
met5	0	0	-
-- final cells by class --
type	count	area [µm²]	area share, %
multi-input cells	11	86.3	25.7
well taps	46	57.6	17.1
flip-flops and latches	6	108	32.0
clock buffers	4	26.3	7.81
repair buffers	7	58.8	17.5
-- cell families (layout without fill, tap and decap cells) --
kind of cell	Yosys count	after routing	synth area share, %
latches	3	3	25.0
AOI/OAI and AO/OA	2	2	6.94
and+or+nand+nor	9	9	34.7
DFF	3	3	33.3
buffers and inverters	0	11	0
-- worst max path at each step --
| stage | start | endpoint | slack (ns) | cells past startpoint |
|---|---|---|---|---|
| CTS | cur_state[0] | out | 0.01 | 2 |
| finish | cur_state[1] | out | 0.05 | 2 |
| global route | cur_state[0] | out | 0.006 | 2 |
-- per-stage QoR --
step           TNS (ns)  cell area, µm²
2_1_floorplan         0             180
6_report              0             337
4_1_cts               0             335
3_3_place_gp     -0.109             290
3_5_place_dp     -0.118             290
5_1_grt               0             337
-- repair_timing --
action,CTS,global route
setup endpoints to repair,1,1
buffers inserted,1,0
gates cloned,0,0
pin swaps,1,1
gates resized,4,1
Power is estimated from default activity; no workload was simulated.
