===== /design/flow/run.sh =====
#!/bin/bash
# OpenROAD 26Q1-2900-gdf79404cd8, Yosys 0.63+post, stock flow scripts
make -C /OpenROAD-flow-scripts/flow DESIGN_CONFIG=/design/flow/config.mk WORK_HOME=/design/flow/orfs finish

===== /design/flow/config.mk =====
export PLATFORM = sky130hd
export DESIGN_NAME = clock_divider_v1
export DESIGN_NICKNAME = clock_divider_v1
export VERILOG_FILES = /design/flow/design.v
export SDC_FILE = /design/flow/constraint.sdc
export NUM_CORES = 4
export LEC_CHECK = 1
export CORE_AREA = 10 10 72 72
export DIE_AREA = 0 0 82 82

===== /design/flow/constraint.sdc =====
current_design clock_divider_v1

set clk_period 2.9
set clk_io_pct 0.2

create_clock -name clk0 -period $clk_period [get_ports {clock_in}]

set non_clock_inputs [all_inputs -no_clocks]
set_input_delay [expr $clk_period * $clk_io_pct] -clock clk0 $non_clock_inputs
set_output_delay [expr $clk_period * $clk_io_pct] -clock clk0 [all_outputs]

===== /design/flow/design.v =====
package common_pkg;
endpackage
package common_env_pkg;
endpackage
typedef struct packed {
  bit cmd;
  byte addr;
  byte data;
} bus_tx_s;
module clock_divider_v1(clock_in, clock_out);
input clock_in; 
output clock_out;
reg[27:0] counter = 28'd0;
parameter DIVISOR = 28'd2;
always @ (posedge clock_in)
begin
	counter <= counter + 28'd1;
	if(counter>=(DIVISOR-1))
		counter <= 28'd0;
end
assign clock_out = (counter<DIVISOR/2) ? 1'b0:1'b1;
endmodule

==> Flow_metrics.wiki <==
== Metrics ==
{| class="wikitable"
! Metric !! Value
|-
| Yosys warns || 1
|-
| DRC || 0
|-
| Number of top-level design ports || 2
|-
| Average instance area after synthesis || 14.4 sq um
|-
| Number of global-route vias before repair || 331
|-
| Launching element type of the critical path || register
|-
| DR vias || 362
|-
| Worst R2R Path Depth || 5
|-
| Area leader share || 74.9%
|-
| Worst endpoint required time || 2.32 ns
|-
| Seq/Total Area, Yosys || 74.9%
|-
| Die y size || 82 um
|-
| Buffers from clock root to sink, at most || 2
|-
| Final std cell area, no fill || 963 sq um
|-
| Worst VDD drop || 0.167 mV
|-
| Clock latency (worst-skew pair) || 0.26 ns
|-
| Outcome || finished, final reports clean
|-
| Power per standard cell area || 664 nW/um^2
|-
| H-Tree Level Count || 1
|-
| Global-route wire length before repair || 1.33 mm
|-
| Leakage power total || 0.393 nW
|-
| Critical path class || reg2out
|-
| Cell Int Power || 0.526 mW
|-
| RSZ-0062 raised after global routing || false
|-
| Hold depth || 1
|-
| Count of inserted antenna diode cells || 0
|-
| DRT Wirelength || 713 um
|-
| Most used logic cell in the final layout || sky130_fd_sc_hd__dfxtp_1
|-
| GRT Util Overall || 2.48%
|-
| Post-Syn Area || 748 sq um
|-
| Cells taking the most area after synthesis || sky130_fd_sc_hd__dfxtp_1, sky130_fd_sc_hd__nor4_2, sky130_fd_sc_hd__ha_1, sky130_fd_sc_hd__nor4b_1, sky130_fd_sc_hd__nor2b_1
|-
| Die area || 6720 sq um
|-
| Fraction of power consumed by the clock network || 35.1%
|-
| Antenna-violating nets left || 0
|-
| Number of buffers created by CTS || 3
|-
| Total congestion overflow after global routing || 0
|-
| Critical-path maximum fanout || 4
|-
| Number of hold-slack violations in the final timing report || 0
|-
| Internal reg-to-reg setup slack || 1.57 ns
|-
| Switching power total || 0.114 mW
|-
| Clock root buffer || sky130_fd_sc_hd__clkbuf_8
|-
| Pin count of the biggest net entering global routing || 16
|-
| Placed inst area || 908 sq um
|-
| Proportion of power drawn by combinational gates || 1.0%
|-
| Top reg by flops || counter
|-
| HP Class || reg2reg
|-
| Seq cells post-synth || 28
|-
| Tool warnings || 27
|-
| Tally of filler cells in the layout || 398
|-
| Post-Syn Instances || 52
|-
| Number of rows in the core area || 22
|-
| Most used cells in the layout excluding fill and tap cells || sky130_fd_sc_hd__dfxtp_1, sky130_fd_sc_hd__conb_1, sky130_fd_sc_hd__nor4_2, sky130_fd_sc_hd__clkbuf_8, sky130_fd_sc_hd__ha_1
|-
| CTS tree || done
|-
| Hold buffer count at CTS || 0
|-
| Max-cap check violation count || 0
|-
| Initial Util || 20.3%
|-
| Fmax || 0.400 GHz
|-
| Total setup violations reported at the end of the flow || 0
|-
| Number of flip-flops under the largest register name || 28
|-
| First-pass iteration count of the detailed router || 2
|-
| Post-layout period usage of the worst path || 86.1%
|-
| Layout cell share with drive strength beyond 1 || 9.88%
|-
| Net switching share of the total power || 17.8%
|-
| Ys cells || 52
|-
| Count of distinct cell types in the synthesized netlist || 15
|-
| Post-CTS Repair Setup Buffers || 0
|-
| Final tally of max-slew violations || 0
|-
| Detailed-route vias per instance || 2.81
|-
| Combined flip-flop and latch cell area || 561 sq um
|-
| Comb gate area || 270 sq um
|-
| Average wire length per cell after detail routing || 5.53 um
|-
| # clock sinks || 28
|-
| Die width || 82 um
|-
| Antenna violations before repair || 0
|-
| Final TNS setup || 0 ns
|-
| Clock period minus worst slack || 2.50 ns
|-
| Final RePlAce weighted congestion || 0.653
|-
| Number of DRC markers after the initial detailed-route iteration || 2
|-
| Total of cells resized after clock tree synthesis || 0
|-
| Core Region || 3690 sq um
|-
| Summed standard-cell area reported by yosys || 748 sq um
|-
| Clock Skews || 0.00208 ns
|-
| Reg clk slew, reported paths || 0.08 ns
|-
| Sequential group share of total power || 63.9%
|-
| Area leader, netlist || sky130_fd_sc_hd__dfxtp_1
|-
| Type of element capturing the critical path || output port
|-
| Regs by FF count || counter (28)
|-
| Count of port buffers added during placement || 1
|-
| Layout area overhead || 28.8%
|-
| Data arrival time of the critical path || 1.92 ns
|}
==> path summary, 6_finish.rpt <==
| check | startpoint | end |
|---|---|---|
| setup / recovery | counter[0]$_SDFF_PP0_ | clock_out |
| setup reg to reg | counter[0]$_SDFF_PP0_ | counter[1]$_SDFF_PP0_ |
| hold reg to reg | counter[0]$_SDFF_PP0_ | counter[0]$_SDFF_PP0_ |
| hold / removal | counter[0]$_SDFF_PP0_ | counter[0]$_SDFF_PP0_ |
==> power by group through the flow <==
stage | clock (mW) | combinational [mW] | sequential, mW
final | 0.225 | 0.00613 | 0.409
after global routing | 0.250 | 0.00815 | 0.412
after CTS | 0.233 | 0.00643 | 0.410
==> cells by family after synthesis <==
group / after synthesis / share of synthesized area, %
AND-OR/OR-AND: 1 / 0.668
AND/OR/NAND/NOR: 17 / 17.9
other: 1 / 0.501
flip-flops: 28 / 74.9
buffers and inverters: 2 / 1.00
adder cells (fa/ha/maj): 3 / 5.02
==> synth_stat cells <==
library cell	n
sky130_fd_sc_hd__nor3_1	2
sky130_fd_sc_hd__nand4_1	1
sky130_fd_sc_hd__nor4b_1	2
sky130_fd_sc_hd__inv_1	2
sky130_fd_sc_hd__dfxtp_1	28
sky130_fd_sc_hd__nor4_1	2
sky130_fd_sc_hd__conb_1	1
sky130_fd_sc_hd__nor4_2	4
sky130_fd_sc_hd__ha_1	3
sky130_fd_sc_hd__nor3b_1	1
sky130_fd_sc_hd__or2_1	1
sky130_fd_sc_hd__nand2b_1	1
sky130_fd_sc_hd__a21oi_1	1
sky130_fd_sc_hd__nor2b_1	2
sky130_fd_sc_hd__nand3_1	1
==> layer usage <==
| layer | up-vias | global-route usage, % | share of wire (%) |
|---|---|---|---|
| li1 | 210 | - | - |
| met1 | 142 | 3.65 | 54 |
| met4 | 0 | 1.19 | 5.2 |
| met5 | - | 0 | 0 |
| met2 | 5 | 2.98 | 35 |
| met3 | 5 | 1.10 | 5.3 |
==> cell type report <==
| cell class | count | area share [%] |
|---|---|---|
| clock buffers | 4 | 5.71 |
| inverters | 2 | 0.779 |
| multi-input cells | 46 | 28.1 |
| flip-flops and latches | 28 | 58.2 |
| well taps | 48 | 6.23 |
| repair buffers | 1 | 1.04 |
==> stage by stage <==
stage	utilization, %	hold slack, ns	setup WS (ns)	instances	total power, mW
after global routing	26.1	0.543	0.218	129	0.670
after floorplan	-	0.461	1.28	76	0.423
after detailed placement	24.6	0.486	0.655	125	0.425
after global placement	24.6	0.473	0.703	125	0.424
final	26.1	0.495	0.402	129	0.640
after CTS	26.1	0.500	0.360	129	0.649
==> worst max-delay path, stage by stage (launching register included) <==
cell and delay (ns):
sky130_fd_sc_hd__dfxtp_1 0.34, sky130_fd_sc_hd__inv_1 0.07, sky130_fd_sc_hd__ha_1 0.13, sky130_fd_sc_hd__nor4b_1 0.26
sky130_fd_sc_hd__nand3_1 0.20, sky130_fd_sc_hd__or2_1 0.24, sky130_fd_sc_hd__clkdlybuf4s50_1 0.42
No activity file was given, so power comes from the tool's default toggle rates.
