===== run.sh =====
#!/bin/bash
# OpenROAD 26Q1-2900-gdf79404cd8, Yosys 0.63+post, stock flow scripts
make -C /OpenROAD-flow-scripts/flow DESIGN_CONFIG=/design/flow/config.mk WORK_HOME=/design/flow/orfs finish

===== config.mk =====
export PLATFORM = sky130hd
export DESIGN_NAME = wb_led_blinker
export DESIGN_NICKNAME = wb_led_blinker
export VERILOG_FILES = /design/flow/design.v
export SDC_FILE = /design/flow/constraint.sdc
export NUM_CORES = 4
export LEC_CHECK = 1
export CORE_UTILIZATION = 50

===== constraint.sdc =====
current_design wb_led_blinker

set clk_period 8.9
set clk_io_pct 0.2

create_clock -name clk0 -period $clk_period [get_ports {wb_clk_i}]

set non_clock_inputs [all_inputs -no_clocks]
set_input_delay [expr $clk_period * $clk_io_pct] -clock clk0 $non_clock_inputs
set_output_delay [expr $clk_period * $clk_io_pct] -clock clk0 [all_outputs]

===== design.v =====
package common_pkg;
endpackage
package common_env_pkg;
endpackage
typedef struct packed {
  bit cmd;
  byte addr;
  byte data;
} bus_tx_s;
module wb_led_blinker #(
    parameter logic [31:0] DEVICE_ID = 32'hCAFEDEAD
)(
    input  logic        wb_clk_i,
    input  logic        wb_rst_i,    
    input  logic [31:0] wb_adr_i,
    input  logic [31:0] wb_dat_i,
    output logic [31:0] wb_dat_o,
    input  logic        wb_we_i,
    input  logic [3:0]  wb_sel_i,
    input  logic        wb_cyc_i,
    input  logic        wb_stb_i,
    output logic        wb_ack_o,
    output logic led_o
);
  localparam logic [7:0] REG_CTRL          = 8'h00;
  localparam logic [7:0] REG_PERIOD_CYCLES = 8'h04;
  localparam logic [7:0] REG_DEVICE_ID     = 8'h08;
  logic        ctrl_led_en;
  logic        ctrl_blink_en;
  logic [31:0] period_cycles;
  logic [31:0] cyc_cnt;
  wire access = wb_cyc_i && wb_stb_i;
  assign wb_ack_o = access;
  always_ff @(posedge wb_clk_i) begin
    if (wb_rst_i) begin
      ctrl_led_en   <= 1'b0;
      ctrl_blink_en <= 1'b0;
      period_cycles <= 32'd0;
    end else if (access && wb_we_i) begin
      unique case (wb_adr_i[7:0])
        REG_CTRL: begin
          ctrl_led_en   <= wb_dat_i[0];
          ctrl_blink_en <= wb_dat_i[1];
        end
        REG_PERIOD_CYCLES: period_cycles <= wb_dat_i;
        default: ;  
      endcase
    end
  end
  always_comb begin
    wb_dat_o = 32'h0;
    if (access && !wb_we_i) begin
      unique case (wb_adr_i[7:0])
        REG_CTRL:          wb_dat_o = {30'b0, ctrl_blink_en, ctrl_led_en};
        REG_PERIOD_CYCLES: wb_dat_o = period_cycles;
        REG_DEVICE_ID:     wb_dat_o = DEVICE_ID;
        default:           wb_dat_o = 32'h0;
      endcase
    end
  end
  always_ff @(posedge wb_clk_i) begin
    if (wb_rst_i) begin
      cyc_cnt <= 32'd0;
      led_o   <= 1'b0;
    end else if (ctrl_blink_en) begin
      if (period_cycles == 32'd0) begin
        led_o <= led_o;
      end else if (cyc_cnt >= period_cycles - 32'd1) begin
        cyc_cnt <= 32'd0;
        led_o   <= ~led_o;
      end else begin
        cyc_cnt <= cyc_cnt + 32'd1;
      end
    end else begin
      cyc_cnt <= 32'd0;
      led_o   <= ctrl_led_en;
    end
  end
endmodule

==> load_flow_metrics.sql <==
-- metrics for the results database
INSERT INTO impl_metrics (metric_group, metric, value, unit) VALUES
('status', 'status', 'completed', ''),
('setup_path', 'worst-path-buf-inv', '4', ''),
('logic_synthesis', 'postSynthAreaPerCell', '8.056', 'um^2'),
('setup_path', 'timing_worst_setup_path_type', 'input pin to output pin', ''),
('logic_synthesis', 'synth-edff-count', '0', ''),
('logic_synthesis', 'count_of_synthesis_stage_warnings_from_yosys', '1', ''),
('setup_path', 'cp.required', '7.12', 'ns'),
('placement', 'place.gp.congestion', '0.8558', ''),
('routing', 'ant_nets', '0', ''),
('power_and_ir_drop', 'netSwitchingFraction', '21.50', '%'),
('run', 'max_cap_viol_count', '0', ''),
('clocking', 'ctsHtreeMaxLevel', '3', ''),
('logic_synthesis', 'mappedNetlistArea', '0.004318', 'mm^2'),
('sta', 'setup-violations-final', '0', ''),
('die', 'design.portCount', '107', ''),
('setup_path', 'critPathSlowestCell', 'sky130_fd_sc_hd__a21oi_1', ''),
('logic_synthesis', 'numSynthFlops', '67', ''),
('clocking', 'cts_root_buf', 'sky130_fd_sc_hd__clkbuf_8', ''),
('power_and_ir_drop', 'ir_worst_vdd', '0.07734', 'mV'),
('grt', 'grt_max_degree', '38', ''),
('sta', 'total_count_of_hold_check_failures_in_the_final_report', '0', ''),
('logic_synthesis', 'yosys.area.top_type_share', '31.06', '%'),
('routing', 'num_antenna_cells', '0', ''),
('clocking', 'cts_post_setup_buffers_inserted', '0', ''),
('sta', 'hold-worst-slack', '0.4967', 'ns'),
('setup_path', 'path_common_cell', 'sky130_fd_sc_hd__clkdlybuf4s50_1', ''),
('routing', 'drtIter0Drc', '147', ''),
('power_and_ir_drop', 'cell_area_power_density', '115.1', 'mW/mm^2'),
('setup_path', 'cp_data_arrival_time', '4.51', 'ns'),
('power_and_ir_drop', 'share_of_total_power_in_sequential_cells', '48.5', '%'),
('die', 'die_h', '94.93', 'um'),
('die', 'core_area', '0.008299', 'mm^2'),
('sta', 'timing_worst_slew_pin_value', '0.8883', 'ns'),
('finish', 'layout-area-overhead-vs-synth', '24.22', '%'),
('clocking', 'cts_resizes', '0', ''),
('clocking', 'ctsHoldBuffers', '0', ''),
('clocking', 'cts.clk_slew.worst_paths', '0.07', 'ns'),
('power_and_ir_drop', 'pwr-share-clk', '46.8', '%'),
('setup_path', 'critical_path.endpoint_type', 'output pin', ''),
('logic_synthesis', 'syn_inst', '536', ''),
('grt', 'grt_use_total', '24.19', '%'),
('routing', 'detailroute.via_count', '3779', ''),
('clocking', 'cts.sinks', '67', ''),
('routing', 'routed_wl', '10170', 'um'),
('clocking', 'cts-buffers-inserted', '9', ''),
('sta', 'setup_slack', '2.608', 'ns'),
('power_and_ir_drop', 'netSwitchingPower', '0.1327', 'mW'),
('die', 'floorplan_die_width', '94.93', 'um'),
('placement', 'detailedPlacementHpwl', '7639', 'um'),
('power_and_ir_drop', 'p_total', '0.6173', 'mW'),
('logic_synthesis', 'post_synth_most_frequent_cells', '85 x sky130_fd_sc_hd__nand2_1, 67 x sky130_fd_sc_hd__dfxtp_1, 60 x sky130_fd_sc_hd__nor2_1', ''),
('grt', 'antenna_found_initial', '0', ''),
('placement', 'buffer_ports.inserted', '78', ''),
('grt', 'grt_pass1_wl', '16960', 'um'),
('setup_path', 'worstPathCellList', 'clkdlybuf4s50_1 > nor4_1 > nand2_1 > nor3b_2 > inv_1 > a21oi_1 > buf_4 > o21a_1 > clkdlybuf4s50_1', ''),
('die', 'die_area', '0.009012', 'mm^2'),
('logic_synthesis', 'yosys.cell_count.top_type', 'sky130_fd_sc_hd__nand2_1', ''),
('sta', 'post-route-min-period', '6.292', 'ns'),
('logic_synthesis', 'netlist.top_cell.by_area', 'sky130_fd_sc_hd__dfxtp_1', ''),
('logic_synthesis', 'synth-main-ff-cell', 'sky130_fd_sc_hd__dfxtp_1', ''),
('sta', 'final-max-slew-violation-count', '0', ''),
('placement', 'pre_cts_ws', '2.616', 'ns'),
('routing', 'routedWlPerCell', '14.22', 'um'),
('power_and_ir_drop', 'p_leak', '2.054', 'nW'),
('min_path', 'hold_class', 'register to register', ''),
('logic_synthesis', 'yosys_cell_count', '536', ''),
('sta', 'finalSetupTns', '0', 'ns'),
('die', 'fp-row-count', '33', ''),
('sta', 'fin_crit_sh', '70.70', '%'),
('logic_synthesis', 'synthArstFlopShare', '0', '%'),
('clocking', 'clk_latency', '0.35', 'ns');
## power by group through the flow
stage	sequential (mW)	clock [mW]	combinational, mW
final	0.300	0.289	0.0289
after global routing	0.300	0.306	0.0311
after CTS	0.300	0.293	0.0290
## cell type report
type,instances,area [um^2]
fill,717,2935
inverter,10,37.54
sequential,67,1341
timing repair buffer,82,810.8
clock inverter,6,88.84
tap,105,131.4
clock buffer,10,137.6
multi-input combinational,435,2816
## through the flow
step | utilization [%] | area [um^2] | cells
floorplan | - | 4318 | 536
global placement | 61.90 | 5137 | 699
detailed placement | 61.90 | 5137 | 699
CTS | 64.63 | 5364 | 715
global route | 64.63 | 5364 | 715
finish | 64.63 | 5364 | 715
## sequential cells by signal, summed over array words and instances (netlist names)
register / count
led_o: 1
ctrl_led_en: 1
period_cycles: 32
cyc_cnt: 32
ctrl_blink_en: 1
## cell usage in the layout (no fill, tap or decap), drive strengths merged, types with 3 or more instances in the layout
cell type      netlist  routed
xor2                19      19
and3                 5       5
nor3b                3       3
o21a                23      23
xnor2               41      41
and4                 5       5
nor3                17      17
and2                13      13
nand3               13      13
nand4               11      11
buf                  7       4
or2                  3       3
ha                  35      35
dfxtp               67      67
nor4                13      13
a21o                 3       3
or4                  5       5
nand2               86      86
clkdlybuf4s50        0      78
mux2i                4       4
nor2b                3       3
clkbuf              17      10
nor2                61      61
or3                  5       5
a21oi               45      45
inv                 10      10
## kinds of logic (layout without fill, tap and decap cells)
logic type      count (synthesis)  count (layout)  share of synthesized area [%]
mux                             4               4                         0.9273
simple gates                  250             250                          28.02
compound gates                 86              86                          13.79
buf+inv                        34             108                          3.883
flops                          67              67                          31.06
fa+ha+maj                      35              35                          10.14
xor+xnor                       60              60                          12.17
## worst min-delay path: stages, from the launching register on
cell and delay [ns]:
sky130_fd_sc_hd__dfxtp_1 0.34, sky130_fd_sc_hd__nand2_1 0.06, sky130_fd_sc_hd__a21oi_1 0.05
## worst paths after layout
path / start / end / slack [ns] / depth (start not counted)
worst min register to register: period_cycles[16]$_SDFFE_PP0P_ / period_cycles[16]$_SDFFE_PP0P_ / 0.50 / 2
worst min-delay path: period_cycles[16]$_SDFFE_PP0P_ / period_cycles[16]$_SDFFE_PP0P_ / 0.50 / 2
worst max register to register: period_cycles[13]$_SDFFE_PP0P_ / cyc_cnt[29]$_SDFFE_PP0P_ / 4.42 / 12
worst max-delay path: wb_adr_i[5] / wb_dat_o[23] / 2.61 / 9
## per-layer routing
layer / global-route usage, % / wire length, um / vias up / part of all wire (%)
li1: - / - / 2000 / -
met1: 39.04 / 5472 / 1697 / 54
met2: 35.13 / 4106 / 70 / 40
met3: 4.493 / 470 / 12 / 4.6
met4: 2.525 / 119 / 0 / 1.2
met5: 0 / 0 / - / 0
Power and IR drop assume default switching activity.
